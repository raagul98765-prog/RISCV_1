## design.v

```verilog
module data_mem(input clk,reset,load,
                input [31:0]mem_addr,data3,
                output reg wr_en,
                output reg [31:0] memory);
reg [31:0]mem[0:255];
reg [31:0] i;
always @ (posedge clk) begin
wr_en<=0;
if (reset) begin
  for (i=0;i<256;i=i+1)begin
  mem[i]<=i;
  end
end
else if (load)begin        
 memory<=mem[mem_addr];
 wr_en<=1;
end
else mem[mem_addr]<=data3; 
end
endmodule
```

## run.sh

```bash
#!/bin/bash
# OpenROAD 26Q1-2900-gdf79404cd8, Yosys 0.63+post, stock flow scripts
make -C /OpenROAD-flow-scripts/flow DESIGN_CONFIG=/design/flow/config.mk WORK_HOME=/design/flow/orfs finish
```

## config.mk

```make
export PLATFORM = sky130hd
export DESIGN_NAME = data_mem
export DESIGN_NICKNAME = data_mem
export VERILOG_FILES = /design/flow/design.v
export SDC_FILE = /design/flow/constraint.sdc
export NUM_CORES = 4
export LEC_CHECK = 1
export CORE_UTILIZATION = 50
export SYNTH_MEMORY_MAX_BITS = 65536
```

## constraint.sdc

```tcl
current_design data_mem

set clk_period 33.6
set clk_io_pct 0.2

create_clock -name clk0 -period $clk_period [get_ports {clk}]

set non_clock_inputs [all_inputs -no_clocks]
set_input_delay [expr $clk_period * $clk_io_pct] -clock clk0 $non_clock_inputs
set_output_delay [expr $clk_period * $clk_io_pct] -clock clk0 [all_outputs]
```

==> summary.txt <==
Figures from the flow reports.

Synthesis:
- The run gives the share of synthesized cell area in and, or, nand and nor gates as 14.7%.
- The run gives the count of instantiated cells in the yosys netlist as 23,400.
- The run puts the post-synthesis instance total at 23,400.
- The run puts the post-synthesis cell area at 369,000 µm².
- The portion of synthesized area spent on multiplexers is between 10% and 20%.
- The run gives the summed standard-cell area reported by yosys as 369,000 µm².
- The run puts the synthesized area per cell at 15.8 µm².
- The run puts the number of warnings reported in the yosys synthesis log at 1.
- The run gives the compound-cell area share of the yosys netlist as between 3 and 4%.
- For reference, XOR and XNOR gates occupy 0% of the area reported after synthesis.
- Among the non-sequential cells, simple AND/OR/NAND/NOR gates take the most area.
- Counting flops and latches in the post-synthesis netlist gives 8,225.
- The run puts the distinct cell type count after synthesis at 27.
- After synthesis, flip-flops and latches occupy ~67% of the total area.
- The run puts the adder and majority cell fraction of the synthesized area at 0%.

Final timing:
- The run puts the number of pins with negative max-slew slack in the final report at 0.
- The run gives the final hold violation count as 0.
- The run puts the final clock skew at 74.1 ps.
- The run gives the share of the cycle needed by the critical path after routing as 38.5%.
- Setup slack closes at 20,660 ps.
- For the pin with the worst max-slew slack, the measured transition is roughly 1200 ps.
- Per the slew report, the remaining headroom to the max-slew limit stands at between 10% and 20%.
- Adding up every negative setup slack in the final design gives 0 ps.
- Final hold analysis gives a worst-case slack of 1170 ps.
- The run gives the final-report setup violation count as 0.
- The run gives the time the worst path needs with I/O delays and setup as between 10,000 and 15,000 ps.
- Setup repair after global routing left no endpoint under its margin.
- The run gives the maximum achievable frequency as 0.0773 GHz.

Final layout:
- The run puts the finished layout cell area at 409,000 µm².
- Per the run report, area growth between synthesis and finish was 10.8%.
- In the final layout, the share of cells above drive strength 1 is 20.8%.

Drt:
- The run gives the via density per instance as 5.96.
- The run puts the routed length per placed instance at 33.9 µm.
- Once iteration 0 of detailed routing completed, the report listed 12,500 DRC markers.
- The run gives the sum of routed wire length over all layers as 1,140,000 µm.
- The run gives the antenna violation net count after detailed routing as 0.
- For this run, the detailed router's first-pass iteration total came to 6.
- Per the detail_route report, the via count comes to 199,000.
- The run gives the remaining design rule violation count as 0.

Worst setup path:
- The run gives the kind of cell adding the most delay to the critical path as buffers and inverters.
- Looking at the setup timing report, the critical path kind is input port to flop.
- The run puts the delay of the slowest cell on the worst path at 780 ps.
- The run puts the register-to-register setup slack at 30,090 ps.
- Along the worst path, the maximum fanout reaches 64.
- In this run the critical path is formed by buf_16 > buf_4 > buf_12 > buf_4 > buf_4 > buf_4 > buf_4 > buf_4 > mux4_2 > a22oi_1 > a21oi_1 > buf_4 > o41ai_2 > nand4_1.
- STA classifies the critical path startpoint as an input port.
- The slowest stage of the critical path belongs to the cell sky130_fd_sc_hd__o41ai_2.
- STA classifies the critical path endpoint as a flop.
- In this design, the critical path's most frequently occurring cell is sky130_fd_sc_hd__buf_4.
- The startpoint identified for the worst register-to-register timing path is mem[39][29].
- In this run the worst setup path begins at mem_addr[0].
- The run puts the arrival time of data at the critical path endpoint at roughly 14,000 ps.
- The run gives the required time reported for the critical path endpoint as 34,480 ps.
- The run gives the number of buffers and inverters on the critical path as 9.

Power and ir drop:
- The run puts the clock network fraction of total power at around two fifths.
- The run puts the part of the total power dissipated in sequential elements at 52.7%.
- VDD sags by at most ~0.048 mV.
- The run gives the power consumption as ~23 mW.
- The share of total power dissipated in combinational logic is 7.3%.
- The run gives the switching portion of total power as a little under a quarter.
- Internal power comes to 17.3 mW.
- The run gives the cell leakage power as about 140 nW.
- The run gives the total power density per cell area as 55.2 nW/µm².
- The run puts the power spent charging and discharging nets at 5.26 mW.

Clock tree:
- The run gives the insertion delay to the later sink of the worst-skew pair as 1210 ps.
- Counting along the longest clock path gives a buffer depth of 4.
- The run puts the post-cts repair resize count at 0.
- The run puts the number of clock buffers inserted by TritonCTS at about 860.
- The run gives the number of H-tree levels as 6.
- The run gives the setup fix buffers added after clock tree synthesis as 0.
- TritonCTS built the clock tree.
- The run puts the number of buffers inserted by hold repair at cts at 0.
- The root buffer cell chosen for the clock tree is sky130_fd_sc_hd__clkbuf_16.
- The run puts the clock-pin slew of the registers on the worst-case setup and hold paths at 60 ps.
- The clock drives just over 8,000 sinks.

Global route:
- The run puts the maximum number of pins on one net before global-route repair at 90.
- The run gives the number of antenna violations at the first check in global routing as approximately 70.
- The total overflow left after global routing is 0.
- The number of global-route vias before repair is 214,000.
- The first global-routing pass estimated 1,600,000 µm of wire.
- Global routing consumed, over all layers together, 34.4% of the routing resources.

Flow run:
- The run gives the count of max-cap constraint violations as 0.
- The run gives the count of warning messages emitted by the tools as 50.

Placement:
- The run puts the pre-CTS setup slack at 19,280 ps.
- The run gives the instance area at placement as 383,000 µm².
- Detailed placement ended at an HPWL of 672,000 µm.
- The run gives the routability-driven placement congestion ratio as 0.945.
- The run puts the number of I/O port buffers at around 75.

Floorplanning:
- The run gives the width of the die as around 860 µm.
- The floorplan step set the die height to 862 µm.
- In the floorplan report the effective utilization is 50.2%.
- After floorplanning, the core was sized to cover 736,000 µm².
- The run puts the area of the die at 742,000 µm².
- 100 I/O pins were placed.
- The run puts the floorplan row count at 315.

Hold path:
- The type recorded for the worst min-delay path is flop to flop.
- The worst hold path begins at mem[71][1].

Outcome:
- The flow ran to the end, and the final reports show no timing, DRC or antenna violations.
## synth_stat cells
| library cell | instances | share of area (%) |
|---|---|---|
| sky130_fd_sc_hd__buf_2 | 142 | 0.19 |
| sky130_fd_sc_hd__a21oi_1 | 512 | 0.69 |
| sky130_fd_sc_hd__nor4_1 | 2 | 0.0034 |
| sky130_fd_sc_hd__or2_2 | 258 | 0.44 |
| sky130_fd_sc_hd__a22oi_1 | 1024 | 2.1 |
| sky130_fd_sc_hd__nand3_2 | 1 | 0.0027 |
| sky130_fd_sc_hd__edfxtp_1 | 8224 | 67 |
| sky130_fd_sc_hd__nor2_4 | 1 | 0.0030 |
| sky130_fd_sc_hd__o41ai_1 | 128 | 0.30 |
| sky130_fd_sc_hd__buf_6 | 54 | 0.16 |
| sky130_fd_sc_hd__nand4_2 | 2 | 0.0068 |
| sky130_fd_sc_hd__nand2b_1 | 70 | 0.12 |
| sky130_fd_sc_hd__nor2b_1 | 10 | 0.017 |
| sky130_fd_sc_hd__nand4_1 | 34 | 0.058 |
| sky130_fd_sc_hd__buf_1 | 90 | 0.091 |
| sky130_fd_sc_hd__nor4_2 | 2 | 0.0068 |
| sky130_fd_sc_hd__nand3_1 | 14 | 0.019 |
| sky130_fd_sc_hd__nor3_1 | 9 | 0.012 |
| sky130_fd_sc_hd__and2_1 | 7171 | 12 |
| sky130_fd_sc_hd__mux4_2 | 2048 | 12 |
| sky130_fd_sc_hd__or3_1 | 958 | 1.6 |
| sky130_fd_sc_hd__nand2_1 | 25 | 0.025 |
| sky130_fd_sc_hd__nor2_1 | 240 | 0.24 |
| sky130_fd_sc_hd__nor2_2 | 7 | 0.012 |
| sky130_fd_sc_hd__buf_4 | 42 | 0.085 |
| sky130_fd_sc_hd__dfxtp_1 | 1 | 0.0054 |
| sky130_fd_sc_hd__clkbuf_1 | 2282 | 2.3 |
## path summary, 6_finish.rpt
check | end | depth (start not counted)
max | memory[14] | 14
min | memory[1] | 6
max reg2reg | memory[29] | 7
min reg2reg | memory[1] | 6
## per-stage QoR
step           std cells  util [%]
2_1_floorplan      23400         -
3_3_place_gp       31800      52.0
3_5_place_dp       31800      52.0
4_1_cts            33400      55.6
5_1_grt            33400      55.6
6_report           33500      55.6
## layout make-up
type,instances,area (µm²)
Clock inverter,445,3560
Fill cell,55400,327000
Multi-Input combinational cell,12500,114000
Timing Repair Buffer,1261,10000
Clock buffer,1127,22600
Sequential cell,8225,247000
Antenna cell,61,153
Tap cell,9827,12300
## metal layers
layer  track usage [%]  vias to the layer above  wire (µm)
li1                  -                    86400          -
met1              43.9                    99500     358000
met2              47.5                    11500     516000
met3              25.0                     1986     196000
met4              13.6                       74      62500
met5              2.84                        -       2890
## registers in the layout (all words and copies together), names as in the netlist
signal,count
mem,8192
memory,32
wr_en,1
## power groups by stage
stage	Combinational [mW]	Sequential, mW	Clock [mW]
5_1_grt	1.74	12.0	9.51
4_1_cts	1.66	11.9	9.15
6_report	1.66	11.9	9.04
## cell usage in the layout, fill, tap and decap left out, types with 126 or more instances in the layout
cell	instances
sky130_fd_sc_hd__edfxtp_1	8224
sky130_fd_sc_hd__and2_1	7169
sky130_fd_sc_hd__mux4_2	2048
sky130_fd_sc_hd__buf_4	1172
sky130_fd_sc_hd__a22oi_1	1024
sky130_fd_sc_hd__or3_1	958
sky130_fd_sc_hd__clkbuf_16	865
sky130_fd_sc_hd__a21oi_1	512
sky130_fd_sc_hd__clkbuf_1	262
sky130_fd_sc_hd__or2_2	257
sky130_fd_sc_hd__clkinv_1	227
sky130_fd_sc_hd__clkinv_2	126
## logic make-up after synthesis
logic type      Yosys count
simple gates           8804
flops                  8225
buf+inv                2610
mux                    2048
compound gates         1664
## tightest hold or removal path, delay by kind of cell, from the launching register on
family	cells	cell delay, ps
AND-OR/OR-AND	3	300
buffers and inverters	1	180
flip-flops	1	310
multiplexers	1	220
AND/OR/NAND/NOR	1	100
Power figures rest on the tool's default switching activity, not on a simulated workload.

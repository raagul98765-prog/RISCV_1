===== design/flow/run.sh =====
#!/bin/bash
# OpenROAD 26Q1-2900-gdf79404cd8, Yosys 0.63+post, stock flow scripts
make -C /OpenROAD-flow-scripts/flow DESIGN_CONFIG=/design/flow/config.mk WORK_HOME=/design/flow/orfs finish

===== design/flow/config.mk =====
export PLATFORM = sky130hd
export DESIGN_NAME = alu
export DESIGN_NICKNAME = alu
export VERILOG_FILES = /design/flow/design.v
export SDC_FILE = /design/flow/constraint.sdc
export NUM_CORES = 4
export LEC_CHECK = 1
export CORE_UTILIZATION = 30

===== design/flow/constraint.sdc =====
current_design alu

set clk_period 16.8
set clk_io_pct 0.2

create_clock -name clk0 -period $clk_period

set non_clock_inputs [all_inputs -no_clocks]
set_input_delay [expr $clk_period * $clk_io_pct] -clock clk0 $non_clock_inputs
set_output_delay [expr $clk_period * $clk_io_pct] -clock clk0 [all_outputs]

===== design/flow/design.v =====
module alu (
    input  [31:0] pc,
    input  [5:0]  instruction,
    input  [31:0] data1, data2,
    input  [31:0] immi,
    output reg [31:0] mem_addr,
    output reg [31:0] immi_address, immi_address_jump,
    output reg [31:0] result,
    output reg beq, bneq, bge, ble, jump, load, store, wr_en);
always @(*) begin
    wr_en = 0;
    beq = 0;
    bneq = 0;
    bge = 0;
    ble = 0;
    jump = 0;
    load = 0;
    store = 0;
    mem_addr = 0;
    immi_address = 0;
    immi_address_jump = 0;
    result = 0;
    case (instruction)
        6'b000000: begin
            result = data1 + data2;
            wr_en = 1;
        end
        6'b000001: begin
            result = data1 - data2;
            wr_en = 1;
        end
        6'b000010: begin
            result = data1 ^ data2;
            wr_en = 1;
        end
        6'b000011: begin
            result = data1 | data2;
            wr_en = 1;
        end
        6'b000100: begin
            result = data1 & data2;
            wr_en = 1;
        end
        6'b000101: begin
            result = data1 << data2[4:0];
            wr_en = 1;
        end
        6'b000110: begin
            result = data1 >> data2[4:0];
            wr_en = 1;
        end
        6'b000111: begin
            result = $signed(data1) >>> data2[4:0];
            wr_en = 1;
        end
        6'b001000: begin
            result = ($signed(data1) < $signed(data2)) ? 1 : 0;
            wr_en = 1;
        end
        6'b001001: begin
            result = (data1 < data2) ? 1 : 0;
            wr_en = 1;
        end
        6'b001010: begin
            result = data1 + immi;
            wr_en = 1;
        end
        6'b001011: begin
            result = data1 ^ immi;
            wr_en = 1;
        end
        6'b001100: begin
            result = data1 | immi;
            wr_en = 1;
        end
        6'b001101: begin
            result = data1 & immi;
            wr_en = 1;
        end
        6'b001110: begin
            result = data1 << immi[4:0];
            wr_en = 1;
        end
        6'b001111: begin
            result = data1 >> immi[4:0];
            wr_en = 1;
        end
        6'b010000: begin
            result = $signed(data1) >>> immi[4:0];
            wr_en = 1;
        end
        6'b010001: begin
            result = ($signed(data1) < $signed(immi)) ? 1 : 0;
            wr_en = 1;
        end
        6'b010010: begin
            result = (data1 < immi) ? 1 : 0;
            wr_en = 1;
        end
        6'b010011: begin
            load = 1;
            mem_addr = data1 + immi;
        end
        6'b010100: begin
            load = 1;
            mem_addr = data1 + immi;
        end
        6'b010101: begin
            load = 1;
            mem_addr = data1 + immi;
        end
        6'b010110: begin
            load = 1;
            mem_addr = data1 + immi;
        end
        6'b010111: begin
            load = 1;
            mem_addr = data1 + immi;
        end
        6'b011000: begin
            store = 1;
            mem_addr = data1 + immi;
        end
        6'b011001: begin
            store = 1;
            mem_addr = data1 + immi;
        end
        6'b011010: begin
            store = 1;
            mem_addr = data1 + immi;
        end
        6'b011011: begin
            if (data1 == data2) begin
                beq = 1;
                immi_address = immi;
            end
        end
        6'b011100: begin
            if (data1 != data2) begin
                bneq = 1;
                immi_address = immi;
            end
        end
        6'b011101: begin
            if (data1 < data2) begin
                ble = 1;
                immi_address = immi;
            end
        end
        6'b100000: begin
            if (data1 >= data2) begin
                bge = 1;
                immi_address = immi;
            end
        end
        6'b100001: begin
            jump = 1;
            wr_en = 1;
            result = pc + 4;
            immi_address_jump = immi;
        end
        6'b100010: begin
            jump = 1;
            wr_en = 1;
            result = pc + 4;
            immi_address_jump = { (data1 + immi), 1'b0 };
        end
        6'b100011: begin
            result = immi;
            wr_en = 1;
        end
        default: begin
            wr_en = 0;
        end
    endcase
end
endmodule

==> run summary <==
The layout was made with Yosys and OpenROAD.

The flow ran to the end, and the final reports show no timing, DRC or antenna violations. The script logs the ratio of routed vias to standard cells as 6.49. The fraction of met1 tracks used by global routing is 54.7%.

The overall chip area is 0.0545 mm^2. Of the available clock period, the critical path in the final layout requires 73.4%. The I/O pin count is 270. The total negative slack is 0 ns. The average instance area after synthesis is 6.45 um^2. The proportion of layout cells with a drive suffix above 1 is 8.28%. The critical path launch point is data2[0]. The estimated wirelength of the detail-placed design is 86400 um. The share of total power dissipated in combinational logic is 100.0%. Warnings reported by Yosys during synthesis add up to 1. The share of total power dissipated in the clock network is 0%.

After floorplanning, the core was sized to cover 0.0528 mm^2. The area share of the leading cell type in the synthesized netlist is 12.0%. For this design, the CTS-stage hold fixing added 0 buffers. The final routed wirelength across all metal layers is 108000 um. The maximum resistive drop on vdd is 0.0180 mV. The number of pins exceeding their max-slew limit in the final report is 0. The worst setup path is captured at a primary output.

met2 track demand over resource after global routing is 58.0%. The number of different library cells used by synthesis comes to 90. Looking at the max-slew report, the worst-margin pin has a slew of 1.17 ns.

Setup repair after global routing left no endpoint under its margin. The met3 usage is 10.5%. The global routing report lists combined usage of all routing layers as 39.5%.

The initial antenna violation count is 9. The via count of the first global-routing pass is 20095. The arrival time reported for the critical path endpoint is 8.98 ns. The number of sequential cells reported for the layout is 0. Counting stages on the worst path, the most repeated cell is nor3_1. The die outline height is 233 um. Per the log, the first TritonRoute iteration ended with a DRC count of 2667. Looking at hold timing, the worst path starts from immi[30]. Hold-check failures listed in the final report amount to 0.

The number of remaining DRC errors is 0. The area taken by multi-input logic gates is 0.0147 mm^2. In this design, the largest share of critical-path delay is due to AND-OR/OR-AND gates. The leakage power is 8.02 nW. Entering global routing, the biggest net connects 36 pins. The remaining antenna violation count after routing is 0. The average wire length per cell after detail routing is 32.1 um. The sequential cell area is 0 um^2. The number of max-cap violations is 0. According to the hold report, the worst path is of the in2out type.

Checking max transition, the worst relative margin is 21.4%. The routability congestion estimate is 1.09. After clock tree synthesis, the repair step resized 0 gates.

The highest clock rate is 81.0 MHz. The script computed a power per unit cell area of 33.3 mW/mm^2. The number of cells in the yosys synthesis report is 2490. The highest-utilization routing layer at the global route stage is met2. The number of fillers in the final layout is 5724. The number of buffer and inverter stages on the critical path is 3.

Between the synthesized netlist and the finished layout, the area growth was recorded as 22.5%. Along the worst path, the maximum fanout reaches 10. The routed via count is 21821. The stage delay of the slowest cell on the critical path is 0.80 ns. The netlist area before placement is 0.0161 mm^2. The first detailed-routing pass took 22 iterations.

The net switching component of the power is 0.000415 W. The script computed the net switching share of total power as 63.3%. Traced cell by cell, the critical path runs through clkdlybuf4s50_1 -> ha_1 -> inv_1 -> fa_1 -> a21o_1 -> a21o_1 -> a221oi_2 -> o211ai_1 -> a31oi_1 -> nor3_1 -> nor3_1 -> nor3_1 -> nor4_1 -> o221ai_1 -> clkdlybuf4s50_1. Per the repair_timing log after CTS, setup buffers inserted total 0. Yosys attributes the largest share of cell area to mux2i_1 (12%), ha_1 (9.9%), a21oi_1 (7.4%). The floorplan step records an initial core utilization of 30.5%. In this run the tools logged warnings totalling 94. The chip area line in the Yosys stat output reads 0.0161 mm^2. The global-route wire length before repair is 151000 um. The share of total power dissipated in sequential elements is 0%.

According to the floorplan log, the row count is 84. The worst hold slack across all endpoints is 7.71 ns. STA puts the critical path data required time at 13.44 ns.

Synthesis produced 2490 cells. The setup-violating endpoint count in the final report is 0. The slowest stage of the critical path belongs to the cell clkdlybuf4s50_1.

Per the OpenROAD floorplan log, the width of the die is 233 um. The count of buffers added on input and output ports is 270. The worst setup path is launched from an input pin. The proportion of synthesized chip area in sequential cells is 0%. The cell type that accounts for the most area after synthesis is mux2i_1. Per the GRT congestion report, total overflow comes to 0. The internal power is 0.000241 W. The clock buffer count is 0. The time the worst path needs with I/O delays and setup is 12.34 ns. The classification of the worst setup path is in2out.
[synth_stat cells, types with 6 or more instances]
cell / instances
nor3_1: 68
clkbuf_1: 154
o22ai_1: 35
o221ai_1: 33
buf_4: 12
a311oi_1: 9
buf_2: 31
and3_1: 25
mux2i_1: 192
a211o_1: 13
a22oi_1: 15
xor2_1: 21
o21bai_1: 27
o2111ai_1: 17
xnor2_1: 69
nand2_1: 279
or3_1: 15
nand4_1: 28
or4_1: 7
nor2b_1: 27
a21oi_1: 239
nand3_1: 74
nand2b_1: 22
o21a_1: 14
a32oi_1: 6
nor4_1: 24
mux4_2: 29
nor2_1: 230
a31oi_1: 23
a221o_1: 17
or2_2: 12
o211ai_1: 27
nand3b_1: 6
o41ai_1: 7
ha_1: 127
buf_1: 9
inv_1: 132
o21ai_0: 185
mux2_2: 24
o31ai_1: 20
a221oi_1: 23
a211oi_1: 35
a21o_1: 28
a22o_1: 6
[worst min-delay path, stage by stage]
cell	delay, ns
clkdlybuf4s50_1	0.45
nand2_1	0.07
o21ai_0	0.07
clkdlybuf4s50_1	0.40
[cells by family (layout without fill, tap and decap cells)]
| kind of cell | after synthesis | count (layout) | synth area share [%] |
|---|---|---|---|
| mux | 247 | 247 | 18.0 |
| xor+xnor | 90 | 90 | 4.91 |
| compound gates | 835 | 835 | 33.7 |
| buf+inv | 342 | 521 | 8.65 |
| fa+ha+maj | 130 | 130 | 10.3 |
| other cells | 0 | 3 | 0 |
| simple gates | 846 | 846 | 24.5 |
[worst paths after layout]
| path | to | slack, ns | depth (start not counted) |
|---|---|---|---|
| worst max-delay path | result[24] | 4.46 | 15 |
| worst min-delay path | immi_address_jump[30] | 7.71 | 4 |
[stage by stage]
stage / setup WS, ns / cell area, um^2 / total power, W / std cells / utilization, %
after floorplan: 7.15 / 16100 / 0.000354 / 2490 / -
after global placement: 4.55 / 19700 / 0.000635 / 3357 / 37.3
after detailed placement: 4.70 / 19700 / 0.000633 / 3357 / 37.3
after CTS: 4.68 / 19700 / 0.000637 / 3357 / 37.3
after global routing: 4.35 / 19700 / 0.000690 / 3357 / 37.3
final: 4.46 / 19700 / 0.000656 / 3360 / 37.3
[routing by layer]
layer  wire [um]  share of wire, %
met2       45200                42
met4        5330               4.9
met3       12100                11
met1       45300                42
met5          55             0.051
[power groups by stage]
| stage | registers, W | clock network (W) | logic, W |
|---|---|---|---|
| 4_1_cts | 0 | 0 | 0.000637 |
| 5_1_grt | 0 | 0 | 0.000690 |
| 6_report | 0 | 0.00000000000211 | 0.000656 |
[layout make-up]
class	count	area share (%)
Tap cell	688	4.37
Inverter	133	2.54
Timing Repair Buffer	388	18.2
Multi-Input combinational cell	2148	74.8
Antenna cell	3	0.0381
[layout by cell type, fill, tap and decap left out, types with 14 or more instances in the layout]
| cell type | n |
|---|---|
| nand4_1 | 28 |
| mux2_2 | 24 |
| ha_1 | 127 |
| a22oi_1 | 15 |
| and3_1 | 25 |
| inv_1 | 132 |
| a221o_1 | 17 |
| or3_1 | 15 |
| a31oi_1 | 22 |
| nand2b_1 | 22 |
| nor2_1 | 226 |
| nor3_1 | 67 |
| a21o_1 | 28 |
| clkdlybuf4s50_1 | 270 |
| a221oi_1 | 23 |
| o21ai_0 | 183 |
| o31ai_1 | 20 |
| mux2i_1 | 191 |
| nand3_1 | 73 |
| o21a_1 | 14 |
| buf_4 | 118 |
| a21oi_1 | 239 |
| o21bai_1 | 27 |
| xor2_1 | 21 |
| o221ai_1 | 33 |
| nor4_1 | 24 |
| nand2_1 | 278 |
| nor2b_1 | 27 |
| o211ai_1 | 27 |
| a211oi_1 | 35 |
| mux4_2 | 29 |
| xnor2_1 | 69 |
| o22ai_1 | 35 |
| o2111ai_1 | 17 |
Power figures rest on the tool's default switching activity, not on a simulated workload.

==> flow/design.v <==
module imu (input  [31:0]pc,
            output [31:0]instruction_code);
reg [7:0]memory[100:0];
assign instruction_code = {memory[pc+3],memory[pc+2],memory[pc+1],memory[pc]};
initial begin
       memory[3] = 8'h00;
       memory[2] = 8'h94;
       memory[1] = 8'h03;
       memory[0] = 8'h33;
       memory[7] = 8'h80;
       memory[6] = 8'h01;
       memory[5] = 8'h00;
       memory[4] = 8'hb3;
       memory[11] = 8'h00;
       memory[10] = 8'h20;
       memory[9] = 8'h91;
       memory[8] = 8'h33;
       memory[15] = 8'h00;
       memory[14] = 8'hc5;
       memory[13] = 8'h4A;
       memory[12] = 8'hb3;
       memory[19] = 8'h00;
       memory[18] = 8'hc5;
       memory[17] = 8'h5a;
       memory[16] = 8'hb3;
       memory[23] = 8'h01;
       memory[22] = 8'hbd;
       memory[21] = 8'h5f;
       memory[20] = 8'h33;
       memory[27] = 8'h00;
       memory[26] = 8'hd6;
       memory[25] = 8'h7f;
       memory[24] = 8'hb3;
       memory[31] = 8'h00;
       memory[30] = 8'hf7;
       memory[29] = 8'h68;
       memory[28] = 8'hb3;
       memory[35] = 8'h00;
       memory[34] = 8'ha0;
       memory[33] = 8'h85;
       memory[32] = 8'h13;
       memory[39] = 8'h00;
       memory[38] = 8'h41;
       memory[37] = 8'h93;
       memory[36] = 8'h13;
       memory[43] = 8'h03;
       memory[42] = 8'hf2;
       memory[41] = 8'hc7;
       memory[40] = 8'h26 ;
       memory[47] = 8'h00;
       memory[46] = 8'ha1;
       memory[45] = 8'h20;
       memory[44] = 8'h93;
       memory[51] = 8'h00;
       memory[50] = 8'h31;
       memory[49] = 8'h50;
       memory[48] = 8'h93;
       memory[55] = 8'h00;
       memory[54] = 8'hf1;
       memory[53] = 8'h60;
       memory[52] = 8'h93;
       memory[59] = 8'h00;
       memory[58] = 8'hf1;
       memory[57] = 8'h70;
       memory[56] = 8'h93;
       memory[63] = 8'h00;
       memory[62] = 8'h43;
       memory[61] = 8'h02;
       memory[60] = 8'h83;
       memory[67] = 8'h00;
       memory[66] = 8'h73;
       memory[65] = 8'h28;
       memory[64] = 8'h23;
       memory[71] = 8'H00;
       memory[70] = 8'H41;
       memory[69] = 8'H00;
       memory[68] = 8'H63;
       memory[75] = 8'h00;
       memory[74] = 8'h20;
       memory[73] = 8'h94;
       memory[72] = 8'h63;
       memory[83] = 8'h00;
       memory[82] = 8'h41;
       memory[81] = 8'ha4;
       memory[80] = 8'h63;
        memory[91] = 8'h12;
        memory[90] = 8'h34;
        memory[89] = 8'h52;
        memory[88] = 8'hb7;
        memory[95] = 8'h00;
        memory[94] = 8'h00 ;
        memory[93] = 8'h80;
        memory[92] = 8'hef;
end
endmodule
==> flow/run.sh <==
#!/bin/bash
# OpenROAD 26Q1-2900-gdf79404cd8, Yosys 0.63+post, stock flow scripts
make -C /OpenROAD-flow-scripts/flow DESIGN_CONFIG=/design/flow/config.mk WORK_HOME=/design/flow/orfs finish
==> flow/config.mk <==
export PLATFORM = sky130hd
export DESIGN_NAME = imu
export DESIGN_NICKNAME = imu
export VERILOG_FILES = /design/flow/design.v
export SDC_FILE = /design/flow/constraint.sdc
export NUM_CORES = 4
export LEC_CHECK = 1
export CORE_UTILIZATION = 50
==> flow/constraint.sdc <==
current_design imu

set clk_period 4.3
set clk_io_pct 0.2

create_clock -name clk0 -period $clk_period

set non_clock_inputs [all_inputs -no_clocks]
set_input_delay [expr $clk_period * $clk_io_pct] -clock clk0 $non_clock_inputs
set_output_delay [expr $clk_period * $clk_io_pct] -clock clk0 [all_outputs]
==> summary.txt <==
Results of the flow run.

Setup repair after global routing left no endpoint under its margin. The leftover overflow at the end of global routing stands at 0. The transition time at the pin with the least slew margin stands at 577 ps.

After layout, the minimum clock period comes to between 4000 and 5000 ps. The required time of the worst setup path stands at 3440 ps. Max-cap violations in this run came to 0.

The total number of warnings across the stage logs stands at 69. Input and output buffers added on the ports amount to 39. In the routed design, unresolved DRC markers number 0. The routability congestion estimate stands at 1.03. The warning tally printed by Yosys for this design is 1. Static timing analysis puts the maximum clock frequency at 240 MHz.

Yosys reports that the most numerous cell types are sky130_fd_sc_hd__o21ai_0, sky130_fd_sc_hd__nand2_1, sky130_fd_sc_hd__a21oi_1. The fraction of layout cells with a size suffix above 1 stands at 0.269. The number of antenna violations at the first check in global routing is 0.

Per the OpenROAD power report, switching power amounts to 520 uW. The worst setup path is launched from an input port. According to the dpl log, the detail-placed design has an HPWL of roughly 14 mm.

The distinct cell type count after synthesis stands at 81. The final layout report lists a clock buffer count of 0. The main area contributors are sky130_fd_sc_hd__o21ai_0, sky130_fd_sc_hd__a21oi_1, sky130_fd_sc_hd__nand2_1, sky130_fd_sc_hd__nor2_1, sky130_fd_sc_hd__ha_1. The core region is 9200 sq um. The final routed wirelength across all metal layers stands at 19.6 mm. Dividing the final minimum period by the clock period gives 0.969. The chip occupies 9810 sq um. The initial detailed-routing violation count stands at 591. The leakage power of the design stands at 2.55 nW. According to the cell report, flip-flops and latches in the layout number 0. In the routed layout, each cell is associated on average with a via count of 6.71. The placement row count stands at 35.

On the final layout, the worst hold slack is 2720 ps. The cell count listed in synth_stat.txt stands at about 770. The register share after synthesis stands at 0. Summing every instance area after synthesis gives 4710 sq um. The portion of total power attributed to the clock network stands at 0.

Looking at area per cell type in the netlist, the leader is sky130_fd_sc_hd__o21ai_0. The setup-violating endpoint count in the final report stands at 0. The vertical die dimension stands at 99.1 microns.

By startpoint and endpoint, the worst setup path is classified as input port to output port. Checking hold timing, the worst path is listed with class input port to output port. The share of total power dissipated in combinational logic is 1.000. The share of power burned in registers stands at 0. After detailed routing, the average wire length per cell comes to 19.4 microns.

The data arrival time of the critical path stands at 3310 ps. The switching power share of the total stands at 0.522. The maximum fanout along the worst path stands at 23. 0 antenna diodes ended up in the layout.

Per the post-synthesis stats, the area per cell is 6.14 sq um. The utilization after layout stands at 0.696. The first-pass GRT wire length stands at 31.2 mm.

The number of iterations in the first detailed-routing pass stands at 5. Per the post-route antenna check, the number of violating nets is 0. The internal power of the cells totals 477 uW.

The boundary pin count stands at 64. The peak supply drop stands at 0.0917 mV. The overall routing resource usage stands at 0.401. The flow ran to the end, and the final reports show no timing, DRC or antenna violations.

Synthesis produced a netlist whose cell count is 767. The core utilization at floorplan stands at 0.512. Sorting the synthesis cell report by count puts at the top sky130_fd_sc_hd__o21ai_0. The chip area in the Yosys report stands at 4710 sq um.

STA classifies the critical path endpoint as an output port. The share of synthesized area in the top cell type comes to 0.0914. The die is 99.1 microns wide. The number of global-route vias before repair stands at ~6000. Checking max transition, the worst relative margin is 0.614. Counting endpoints that fail hold in the final report gives 0.

The cell area power density stands at about 160 nW/um^2. Per the run report, area growth between synthesis and finish was 36.0%. Entering global routing, the biggest net connects 40 pins. Across the whole layout, storage elements account for 0 sq um. For this block, the via count after detailed routing is about 6800. The overall power consumption stands at 997 uW.

The number of pins exceeding their max-slew limit in the final report stands at 0.
==> metal layers <==
metal	track usage	routed length, microns	vias up
li1	-	-	3176
met1	0.559	7880	3054
met2	0.622	8530	472
met3	0.0765	2460	74
met4	0.140	763	0
met5	0	0	-
==> critical path, stage by stage <==
cell and delay (ps):
sky130_fd_sc_hd__buf_2 140, sky130_fd_sc_hd__inv_1 90, sky130_fd_sc_hd__buf_8 190, sky130_fd_sc_hd__ha_1 410
sky130_fd_sc_hd__nor2b_1 190, sky130_fd_sc_hd__buf_4 160, sky130_fd_sc_hd__o21ai_0 170, sky130_fd_sc_hd__a21oi_1 90
sky130_fd_sc_hd__nor3_1 200, sky130_fd_sc_hd__o21ai_0 130, sky130_fd_sc_hd__a31oi_1 190, sky130_fd_sc_hd__clkdlybuf4s50_1 480
==> layout make-up <==
cell class | instances | area (sq um)
well taps | 111 | 139
multi-input cells | 656 | 4330
fillers | 745 | 2790
inverters | 14 | 52.6
repair buffers | 229 | 1880
==> per-stage QoR <==
stage | std cells | TNS (ps) | cell area, sq um | setup slack (ps)
6_report | 1010 | 0 | 6400 | 133
5_1_grt | 1010 | 0 | 6400 | 1.49
4_1_cts | 1008 | 0 | 6290 | 2.74
3_5_place_dp | 1008 | -7240 | 6240 | -461
3_3_place_gp | 1008 | -6780 | 6240 | -506
2_1_floorplan | 767 | 0 | 4710 | 92.0
==> power by group through the flow <==
| stage | sequential, mW | combinational [mW] | clock (mW) |
|---|---|---|---|
| 6_report | 0 | 0.997 | 0 |
| 5_1_grt | 0 | 1.07 | 0 |
| 4_1_cts | 0 | 0.955 | 0 |
==> what timing repair did <==
item | CTS | global route
setup buffers | 0 | 2
gates resized | 12 | 23
cloned | 0 | 0
setup endpoints to repair | 31 | 27
hold buffers | 0 | 0
pin swaps | 1 | 4
==> cell families (layout without fill, tap and decap cells) <==
family	count (synthesis)	after routing	share of synthesized area
simple gates	254	254	0.256
buf+inv	111	243	0.108
xor+xnor	35	35	0.0890
mux	9	9	0.0223
fa+ha+maj	16	16	0.0425
compound gates	342	342	0.482
==> path summary, 6_finish.rpt <==
path  cells after the start  start              endpoint  slack, ps
max                      12  pc[0]  instruction_code[13]        130
min                       5  pc[0]   instruction_code[8]       2720
==> placed cells by master, fill, tap and decap left out, types with 4 or more instances in the layout <==
cell	n
sky130_fd_sc_hd__nor2_1	63
sky130_fd_sc_hd__and2_1	5
sky130_fd_sc_hd__buf_4	179
sky130_fd_sc_hd__nand2_1	78
sky130_fd_sc_hd__nand2b_1	8
sky130_fd_sc_hd__a311oi_1	6
sky130_fd_sc_hd__a22o_1	5
sky130_fd_sc_hd__xnor2_4	5
sky130_fd_sc_hd__o31ai_1	9
sky130_fd_sc_hd__a2bb2oi_1	4
sky130_fd_sc_hd__o21ai_1	6
sky130_fd_sc_hd__nor3_1	27
sky130_fd_sc_hd__a22oi_1	6
sky130_fd_sc_hd__nor2b_1	13
sky130_fd_sc_hd__a211oi_1	15
sky130_fd_sc_hd__xnor2_1	11
sky130_fd_sc_hd__a21oi_1	75
sky130_fd_sc_hd__nand4_1	5
sky130_fd_sc_hd__inv_1	11
sky130_fd_sc_hd__o311ai_0	6
sky130_fd_sc_hd__nand3_1	27
sky130_fd_sc_hd__and3_1	4
sky130_fd_sc_hd__o211ai_1	19
sky130_fd_sc_hd__o21ai_0	82
sky130_fd_sc_hd__ha_1	15
sky130_fd_sc_hd__xnor2_2	11
sky130_fd_sc_hd__o221ai_1	15
sky130_fd_sc_hd__a31oi_1	22
sky130_fd_sc_hd__clkdlybuf4s50_1	34
sky130_fd_sc_hd__mux2i_1	6
sky130_fd_sc_hd__xor2_1	6
sky130_fd_sc_hd__buf_6	5
sky130_fd_sc_hd__buf_12	5
sky130_fd_sc_hd__a221oi_1	10
sky130_fd_sc_hd__o22ai_1	11
Power and IR drop assume default switching activity.
